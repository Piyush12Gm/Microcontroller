==> design/flow/design.v <==
module Control_Logic( input[1:0] stage,
  input [11:0] IR,
  input [3:0] SR,
 output  reg PC_E,Acc_E,SR_E,IR_E,DR_E,PMem_E,DMem_E,DMem_WE,ALU_E,MUX1_Sel,MUX2_Sel,PMem_LE,
  output reg [3:0] ALU_Mode
    );
 parameter LOAD = 2'b00,FETCH = 2'b01, DECODE = 2'b10, EXECUTE = 2'b11;
 always @(*)
 begin
 PMem_LE = 0;
 PC_E = 0;
 Acc_E = 0;
 SR_E = 0;
 IR_E = 0;
 DR_E = 0;
 PMem_E = 0; 
 DMem_E = 0;
 DMem_WE = 0;
 ALU_E  =0; 
 ALU_Mode = 4'd0;
 MUX1_Sel = 0;
 MUX2_Sel = 0;
 if(stage== LOAD )
 begin
 PMem_LE = 1;
 PMem_E = 1; 
 end
 else if(stage== FETCH ) begin
 IR_E = 1; 
 PMem_E = 1;  
 end
 else if(stage== DECODE ) begin
 if( IR[11:9] == 3'b001) 
 begin
 DR_E = 1;
 DMem_E = 1;
 end
 else
 begin
 DR_E = 0;
 DMem_E = 0;
 end
 end
 else if(stage== EXECUTE ) 
 begin
 if(IR[11]==1) begin  
 PC_E = 1; 
 Acc_E = 1; 
 SR_E = 1;
 ALU_E = 1;
 ALU_Mode = IR[10:8];
 MUX1_Sel = 1;
 MUX2_Sel = 0; 
 end
 else if(IR[10]==1)  
 begin
 PC_E = 1; 
 MUX1_Sel = SR[IR[9:8]]; 
 end
 else if(IR[9]==1) 
 begin
 PC_E = 1; 
 Acc_E = IR[8]; 
 SR_E = 1;
 DMem_E = !IR[8];
 DMem_WE = !IR[8];
 ALU_E = 1;
 ALU_Mode = IR[7:4];
 MUX1_Sel = 1;
 MUX2_Sel = 1;
 end
 else if(IR[8]==0)
 begin
 PC_E = 1; 
 MUX1_Sel = 1; 
 end
 else
 begin
 PC_E = 1; 
 MUX1_Sel = 0; 
 end
 end
 end
endmodule
==> design/flow/run.sh <==
#!/bin/bash
# OpenROAD 26Q1-2900-gdf79404cd8, Yosys 0.63+post, stock flow scripts
make -C /OpenROAD-flow-scripts/flow DESIGN_CONFIG=/design/flow/config.mk WORK_HOME=/design/flow/orfs finish
==> design/flow/config.mk <==
export PLATFORM = sky130hd
export DESIGN_NAME = Control_Logic
export DESIGN_NICKNAME = Control_Logic
export VERILOG_FILES = /design/flow/design.v
export SDC_FILE = /design/flow/constraint.sdc
export NUM_CORES = 4
export LEC_CHECK = 1
export CORE_AREA = 10 10 70 70
export DIE_AREA = 0 0 80 80
export SYNTH_HDL_FRONTEND = slang
==> design/flow/constraint.sdc <==
current_design Control_Logic

set clk_period 1.6
set clk_io_pct 0.2

create_clock -name clk0 -period $clk_period

set non_clock_inputs [all_inputs -no_clocks]
set_input_delay [expr $clk_period * $clk_io_pct] -clock clk0 $non_clock_inputs
set_output_delay [expr $clk_period * $clk_io_pct] -clock clk0 [all_outputs]
==> impl_metrics.tcl <==
# implementation run metrics
set metrics [dict create \
    outcome "complete, no violations" \
    yosys.area.top_type "a32o_2" \
    route.vias.total 378 \
    min_path_type "in -> out" \
    synth_cells 31 \
    drc 0 \
    top_area_frac 0.117 \
    ys_cells 31 \
    rsz0062_at_grt "no" \
    slew_violations 0 \
    cp.required_ns 1.28 \
    viasPerCell 3.20 \
    n_antenna_cell 0 \
    die_area_um2 6400 \
    ant_nets 0 \
    setup_viol 0 \
    critPathArrivalTime_ns 1.24 \
    die_w_um 80 \
    yosys-top-cells-count "6 x nor2_1, 5 x inv_1, 4 x a21oi_1" \
    worstSetupEndpointType "primary output" \
    seq_cells 0 \
    die_h_um 80 \
    synth_seq_share 0 \
    fp.coreArea_um2 3420 \
    cap_viol_max_count 0 \
    grt_start_max_net_pins 6 \
    grt_pass1_wl_mm 1.71 \
    final_hold_viol_count 0 \
    post-route-period-util 0.973 \
    gp_congestion 0.784 \
    netlist_area_um2 193 \
    hpwl_mm 1.05 \
    path_max_fanout 4 \
    yosysWarnings 0 \
    synth_top_cell_by_count "nor2_1" \
    postLayoutCoreUtil 0.184 \
    area_growth_pct 226 \
    warning_count 37 \
    nClkBuffers 0 \
    fin_crit_ns 1.56 \
    yosys-stat-area_um2 193 \
    rows 21 \
    fp_util 0.0564 \
    power_density_nw_per_um2 175 \
    power_mw 0.110 \
    grt-ovfl-total 0 \
    routed_wirelength_mm 1.18 \
    layout-drive-gt1-share 0.403 \
    drt_iter0_drc 17 \
    cts-hold-fix-buffers 0 \
    wl_per_cell_um 10.0 \
    fmax_mhz 642 \
    peakVddDrop_mv 0.0240 \
    drt_first_pass_iters 2 \
    cellLeakagePower_nw 0.372 \
    grt_antenna_before_repair 0 \
    yosysUniqueCellTypes 17 \
    grt_pass1_vias 396 \
    worst_hold_slack_ns 1.09 \
    grt_usage 0.0316 \
    cp-start-kind "input port" \
    io_pins 34 \
    crit_type "in -> out" \
    topCellsByArea "a32o_2 12%, nor2_1 12%, a21oi_1 10%" \
    portBuffers 30 \
    avgSynthCellArea_um2 6.22 \
    slew_headroom 0.887 \
    seq_area_um2 0 \
    worst_pin_slew_ns 0.168 \
]
-- worst max-delay path, stage by stage --
cell,delay (ns)
buf_4,0.13
nor2b_4,0.11
and4b_4,0.26
buf_6,0.09
and2_4,0.12
dlygate4sd2_1,0.20
-- through the flow --
step | setup slack, ns | instance area [µm²] | TNS [ns] | instances
final | 0.0432 | 628 | 0 | 118
after global routing | 0.000611 | 628 | 0 | 118
after CTS | -0.0135 | 613 | -0.0135 | 117
after detailed placement | -0.583 | 613 | -7.01 | 115
after global placement | -0.568 | 613 | -6.82 | 115
after floorplan | 0.402 | 193 | 0 | 31
-- report_power, final --
group          leakage, nW  internal [mW]  switching [mW]
clock                    0              0               0
combinational        0.372         0.0730          0.0372
sequential               0              0               0
-- timing repair --
item                                    in CTS  in global routing
pin swaps                                    8                  2
buffers inserted                             2                  1
cloned                                       0                  0
resized                                     46                  6
endpoints found under the setup margin      16                  5
-- layout make-up --
class                           count  area [µm²]
Fill cell                         392        2790
Inverter                            5        18.8
Multi-Input combinational cell     24         176
Tap cell                           46        57.6
Timing Repair Buffer               43         375
-- cell families (layout without fill, tap and decap cells) --
logic type,after synthesis,after routing,share of synthesized area
AND/OR/NAND/NOR,15,15,0.480
AND-OR/OR-AND,8,8,0.305
buffers and inverters,7,48,0.162
multiplexers,1,1,0.0520
-- layout by cell type, fill, tap and decap left out, types with 2 or more instances in the layout --
master	Yosys	layout
dlygate4sd2_1	0	10
buf_6	0	3
nor2_1	6	4
a21oi_1	4	4
buf_4	1	11
dlymetal6s2s_1	0	4
a32o_2	2	2
inv_1	5	5
buf_2	1	6
clkdlybuf4s50_1	0	8
-- metal layers --
layer  vias up  wire [µm]  global-route usage
met5         -          0                   0
met4         0          0                   0
met3         0        134             0.00795
met2        18        562              0.0610
met1       170        484              0.0356
li1        190          -                   -
-- worst paths after layout --
check | start | endpoint | slack (ns) | cells past startpoint
setup / recovery | IR[10] | ALU_Mode[3] | 0.04 | 6
hold / removal | IR[11] | SR_E | 1.09 | 5
No activity file was given, so power comes from the tool's default toggle rates.
