==> design/flow/constraint.sdc <==
current_design DMem

set clk_period 3.1
set clk_io_pct 0.2

create_clock -name clk0 -period $clk_period [get_ports {clk}]

set non_clock_inputs [all_inputs -no_clocks]
set_input_delay [expr $clk_period * $clk_io_pct] -clock clk0 $non_clock_inputs
set_output_delay [expr $clk_period * $clk_io_pct] -clock clk0 [all_outputs]
==> design/flow/run.sh <==
#!/bin/bash
# OpenROAD 26Q1-2900-gdf79404cd8, Yosys 0.63+post, stock flow scripts
make -C /OpenROAD-flow-scripts/flow DESIGN_CONFIG=/design/flow/config.mk WORK_HOME=/design/flow/orfs finish
==> design/flow/config.mk <==
export PLATFORM = sky130hd
export DESIGN_NAME = DMem
export DESIGN_NICKNAME = DMem
export VERILOG_FILES = /design/flow/design.v
export SDC_FILE = /design/flow/constraint.sdc
export NUM_CORES = 4
export LEC_CHECK = 1
export CORE_UTILIZATION = 30
export SYNTH_HDL_FRONTEND = slang
==> design/flow/design.v <==
 module DMem( input clk,
     input E,  
     input WE,  
     input [3:0] Addr,  
     input [7:0] DI,  
     output [7:0] DO  
    );
reg [7:0] data_mem [255:0];
always @(posedge clk) 
begin
 if(E==1 && WE ==1) 
  data_mem[Addr] <= DI;
end 
 assign DO = (E ==1 )? data_mem[Addr]:0;
endmodule
==> flow_metrics.env <==
# yosys + openroad results
export IMPL_layout_filler_cells=1477
export IMPL_worst_slack_ps=118
export IMPL_pin_count_of_the_biggest_net_entering_global_routing=17
export IMPL_placer_s_final_routability_congestion_estimate=0.891
export IMPL_tightest_slew_ps=725
export IMPL_detail_route_drc_violations=0
export IMPL_powerDensity_nw_per_um2=665
export IMPL_cts_clk_slew_worst_paths_ps=60
export IMPL_grt_util_met1=0.188
export IMPL_setup_failing_eps_final=0
export IMPL_use_met2=0.195
export IMPL_cp_data_required_time_ps=2480
export IMPL_postSynthCellCount=266
export IMPL_synth_yosys_warnings=0
export IMPL_setup_worst_path_start_class="primary input"
export IMPL_n_antenna_cell=0
export IMPL_grt_overflow=0
export IMPL_yosys_top_cells_area="edfxtp_1 (75%), mux4_1 (5.6%), mux4_2 (5.3%)"
export IMPL_yosys_area_top_type="edfxtp_1"
export IMPL_ctsResizeCount=2
export IMPL_std_cell_rows=47
export IMPL_detail_route_vias_per_cell=4.82
export IMPL_layout_drive_gt1_share=0.234
export IMPL_layout_top_registers="data_mem (128)"
export IMPL_top_register="data_mem"
export IMPL_crit_path_arrival_time_ps=2360
export IMPL_antenna_violating_nets_post_route=0
export IMPL_static_leakage_power_nw=2.15
export IMPL_report_final_hold_viol_count=0
export IMPL_grt_first_pass_wirelength_mm=16.3
export IMPL_setup_total_negative_slack_ps=0
export IMPL_slew_violations=0
export IMPL_yosys_stat_area_sq_um=5130
export IMPL_placeable_area_sq_um=16600
export IMPL_detailed_place_area_sq_um=5800
export IMPL_post_synth_top_area_fraction=0.750
export IMPL_yosys_cells=266
export IMPL_max_cap_violations=0
export IMPL_critical_path_max_stage_delay_ps=530
export IMPL_antenna_found_initial=0
export IMPL_timing_critical_path_cells="buf_2, buf_12, buf_12, mux4_2, nand2_1, o211ai_1, clkdlybuf4s50_1"
export IMPL_fin_hold_ws_ps=960
export IMPL_postCtsSetupRepairBufs=0
export IMPL_routed_wirelength_mm=10.7
export IMPL_drtPass1Iterations=4
export IMPL_rsz0062_at_grt="false"
export IMPL_top_cell_excl_fill_tap="edfxtp_1"
export IMPL_met3_layer_usage_reported_by_global_route=0.0910
export IMPL_synth_area_sq_um=5130
export IMPL_setup_worst_path_end_class="output pin"
export IMPL_max_reg_flops=128
export IMPL_openroad_warnings=25
export IMPL_layout_cell_area_non_filler_sq_um=6440
export IMPL_numClockSinks=128
export IMPL_cpMostUsedCell="buf_12"
export IMPL_finalWorstPathRequiredPeriod_ps=2980
export IMPL_tritoncts_clock_tree="done"
export IMPL_synth_avg_cell_area_sq_um=19.3
export IMPL_crit_fanout=16
export IMPL_most_used_cells_in_the_layout_excluding_fill_and_tap_cells="edfxtp_1 (128), buf_4 (30), nand2_1 (26), mux2i_1 (18), clkdlybuf4s50_1 (18)"
export IMPL_hold_class="in -> reg"
export IMPL_grt_total_usage=0.137
export IMPL_critical_path_slowest_cell="mux4_2"
export IMPL_die_area_sq_um=17600
export IMPL_tritoncts_buffers=17
export IMPL_cts_hold_buffers_added=0
export IMPL_fin_crit_sh=0.962
export IMPL_clk_path_buf_depth=2
export IMPL_die_width_microns=133
export IMPL_place_port_buffers=22
export IMPL_achievable_frequency_mhz=335
export IMPL_cts_root_buf="clkbuf_16"
export IMPL_detailed_place_hpwl_mm=7.13
export IMPL_first_iter_violations=157
export IMPL_outcome="finished clean"
export IMPL_io_pin_count=23
export IMPL_grt_most_used_layer="met2"
export IMPL_die_size_y_microns=133
export IMPL_initial_utilization=0.308
export IMPL_post_drt_wl_per_cell_microns=19.2
export IMPL_areaGrowthSynthToFinish_pct=25.7
export IMPL_num_vias=2686
export IMPL_worst_ir_drop_on_vdd_v=0.000379
export IMPL_grt_pass1_vias=2816
export IMPL_synth_seq_share=0.750
export IMPL_yosysUniqueCellTypes=23
export IMPL_synth_flop_count=128
export IMPL_ctsHtreeMaxLevel=4
export IMPL_slew_headroom=0.515
export IMPL_timing_worst_setup_path_type="in -> out"
export IMPL_pre_cts_ws_ps=-194
[power breakdown]
group	leakage (nW)	total (mW)	switching, mW	internal (mW)
Clock	0.306	2.13	0.706	1.42
Sequential	1.15	1.93	0.00408	1.93
Combinational	0.691	0.224	0.120	0.104
Total	2.15	4.29	0.830	3.46
[per-stage QoR]
| step | utilization | std cells | total power, mW |
|---|---|---|---|
| finish | 0.387 | 557 | 4.29 |
| global route | 0.387 | 557 | 4.40 |
| CTS | 0.387 | 557 | 4.32 |
| detailed placement | 0.349 | 525 | 2.19 |
| global placement | 0.349 | 525 | 2.19 |
| floorplan | - | 266 | 2.07 |
[kinds of logic after synthesis]
group | share of synthesized area
muxes | 0.144
and+or+nand+nor | 0.0564
buffers and inverters | 0.0229
DFF | 0.750
AOI/OAI and AO/OA | 0.0266
[synthesized netlist by cell type (all sizes together)]
cell      n
mux4     23
nand4     8
nor3      4
edfxtp  128
o211ai    7
nand2b    3
buf      11
nand4b    1
nor2     14
o21ai     1
and2      2
mux2i    18
a32oi     7
a21oi     2
nand2    26
nor2b     2
nand3     1
a22oi     1
or3       1
clkbuf    6
[layer usage]
metal | vias to the layer above | part of all wire
met4 | 0 | 0.013
met2 | 129 | 0.45
met5 | - | 0
li1 | 1208 | -
met1 | 1333 | 0.38
met3 | 16 | 0.15
[path summary, 6_finish.rpt]
check             slack [ps]  cells past startpoint     from             end
setup / recovery         120                      7  Addr[1]           DO[5]
hold / removal           960                      4  Addr[3]  data_mem[9][6]
[worst max-delay path, delay by kind of cell]
kind | cells | cell delay, ps
AND/OR/NAND/NOR | 1 | 100
buffers and inverters | 4 | 970
AND-OR/OR-AND | 1 | 130
multiplexers | 1 | 530
[cell type report]
class	instances	area [sq um]	area share
Clock inverter	14	213	0.0330
Clock buffer	18	429	0.0666
Sequential cell	128	3840	0.596
Multi-Input combinational cell	121	1170	0.181
Tap cell	220	275	0.0427
Timing Repair Buffer	56	517	0.0802
Power is estimated from default activity; no workload was simulated.
