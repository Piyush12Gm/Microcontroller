<file path="flow/config.mk">
export PLATFORM = sky130hd
export DESIGN_NAME = ALU
export DESIGN_NICKNAME = ALU
export VERILOG_FILES = /design/flow/design.v
export SDC_FILE = /design/flow/constraint.sdc
export NUM_CORES = 4
export LEC_CHECK = 1
export CORE_UTILIZATION = 50
export SYNTH_HDL_FRONTEND = slang
</file>
<file path="flow/constraint.sdc">
current_design ALU

set clk_period 4.5
set clk_io_pct 0.2

create_clock -name clk0 -period $clk_period

set non_clock_inputs [all_inputs -no_clocks]
set_input_delay [expr $clk_period * $clk_io_pct] -clock clk0 $non_clock_inputs
set_output_delay [expr $clk_period * $clk_io_pct] -clock clk0 [all_outputs]
</file>
<file path="flow/design.v">
module ALU(  input [7:0] Operand1,Operand2,
  input E, 
  input [3:0] Mode,
  input [3:0] CFlags,
  output  [7:0] Out,
  output  [3:0] Flags 
   );
  wire Z,S,O;
  reg CarryOut;
  reg [7:0] Out_ALU;
  always @(*)
  begin
  case(Mode) 
  4'b0000: {CarryOut,Out_ALU} = Operand1 + Operand2;
  4'b0001: begin Out_ALU = Operand1 -  Operand2;
  CarryOut = !Out_ALU[7];
  end
  4'b0010: Out_ALU = Operand1;
  4'b0011: Out_ALU = Operand2;
  4'b0100: Out_ALU = Operand1 & Operand2;
  4'b0101: Out_ALU = Operand1 | Operand2;
  4'b0110: Out_ALU = Operand1 ^ Operand2;
  4'b0111: begin
  Out_ALU = Operand2 - Operand1;
  CarryOut = !Out_ALU[7];
  end
  4'b1000: {CarryOut,Out_ALU} = Operand2 + 8'h1;
  4'b1001: begin
  Out_ALU = Operand2 - 8'h1;
  CarryOut = !Out_ALU[7];
  end 
  4'b1010: Out_ALU = (Operand2 << Operand1[2:0])| ( Operand2 >> Operand1[2:0]);
  4'b1011: Out_ALU = (Operand2 >> Operand1[2:0])| ( Operand2 << Operand1[2:0]);
  4'b1100: Out_ALU = Operand2 << Operand1[2:0];
  4'b1101: Out_ALU = Operand2 >> Operand1[2:0];
  4'b1110: Out_ALU = Operand2 >>> Operand1[2:0];
  4'b1111: begin
 Out_ALU = 8'h0 - Operand2;
 CarryOut = !Out_ALU[7];
 end
 default: Out_ALU = Operand2;
 endcase
 end
 assign O = Out_ALU[7] ^ Out_ALU[6];
 assign Z = (Out_ALU == 0)? 1'b1 : 1'b0;
 assign S = Out_ALU[7];
 assign Flags = {Z,CarryOut,S,O};
 assign Out = Out_ALU;
endmodule
</file>
<file path="flow/run.sh">
#!/bin/bash
# OpenROAD 26Q1-2900-gdf79404cd8, Yosys 0.63+post, stock flow scripts
make -C /OpenROAD-flow-scripts/flow DESIGN_CONFIG=/design/flow/config.mk WORK_HOME=/design/flow/orfs finish
</file>
==> job_summary.md <==
## Synthesis and layout report

| Metric | Value |
|---|---|
| Result of the run | complete, but fails checks |
| Reg power frac | 0.3% |
| Ys Warns | 0 |
| Class of the tightest hold or removal check | input port to output pin |
| Share of the core filled with cells in the final layout | 86.0% |
| Average cell area after synthesis | 7.23 sq um |
| Syn Std Cell Area | 0.00280 sq mm |
| Maximum resistive drop on vdd | 102 uV |
| Ranking of synthesized cells by area | sky130_fd_sc_hd__ha_1 (15%), sky130_fd_sc_hd__a21oi_1 (5.7%), sky130_fd_sc_hd__mux2i_1 (5.4%) |
| FP Rows | 26 |
| Worst-Margin Slew | 711 ps |
| Count of unclocked register or latch pins | 1 |
| Core utilization before placement | 53.4% |
| Final routed wirelength across all metal layers | 13300 um |
| Normalized max-slew margin | 52.1% |
| Final instance area | 0.00450 sq mm |
| Top logic cells by instance count in the layout | sky130_fd_sc_hd__buf_4 (151), sky130_fd_sc_hd__a21oi_1 (28), sky130_fd_sc_hd__nor2_1 (27) |
| Vias in the first global route | 3613 |
| Min setup slack post-route | -222 ps |
| Port Buf Inserts | 32 |
| Average wire per cell in the routed design | 21.5 um |
| Width of the die | 76.8 um |
| Worst Path Required | 3600 ps |
| Kind of capture point of the worst setup path | output pin |
| First DRT Iteration DRCs | 447 |
| Hold Violations, Final | 0 |
| Yosys stat chip area | 0.00280 sq mm |
| Dominant logic cell type in the layout | sky130_fd_sc_hd__buf_4 |
| Overall die height | 76.8 um |
| Async set-reset flop share out of synthesis | 0% |
| Cell taking the most area after synthesis | sky130_fd_sc_hd__ha_1 |
| Number of cells produced by synthesis | 387 |
| Count of library flops with an enable pin | 0 |
| Area fraction of the dominant cell type after synthesis | 14.8% |
| Remaining design rule violation count | 0 |
| Layout cells sized above 1 | 44.4% |
| Post-detailed-route via-to-cell ratio | 6.52 |
| Num ports | 37 |
| Pwr Total | 574 uW |
| Combinational fraction of design power | 99.7% |
| Signal arrival time at the worst endpoint | 3820 ps |
| Violated checks | setup timing |
| Count of final setup violators | 7 |
| Kind of critical path | input port to output pin |
| Pwr/cell area | 127 mW/mm^2 |
| Final period util | 105% |
| Number of unconstrained endpoints | 2 |
| Flops after synth | 1 |
| Grt ovf | 0 |
| DR vias | 4011 |
| Final period demand of the worst path | 4720 ps |
| Final count of pins violating max slew | 0 |
| Tally of nets with antenna violations remaining after routing | 0 |
| Largest net degree at the start of global routing | 22 |
| Placed cell areas | 0.00409 sq mm |
| Global-route wire length before repair | 18800 um |
| Share of power burned in the clock network | 0% |
| Critical Path Fanout Max | 4 |
| Leakage power | 2.08 nW |
| Full die area | 0.00590 sq mm |
| Unrepaired setup endpoints after global routing | yes |
| Number of library cell types mapped by synthesis | 71 |
| Router iterations before antenna repair | 5 |
| Cell count listed in synth_stat.txt | 387 |
| Dominant synthesized flop cell | sky130_fd_sc_hd__dlxtp_1 |
| HPWL after detailed placement | 8690 um |
| Core Footprint | 0.00524 sq mm |
| Number of inserted diodes | 0 |
| Int Power | 295 uW |
| Max frequency | 0.212 GHz |
| Net switching power | 279 uW |
| Switching Share | 48.6% |
| Layout overhead on the synthesized area | 61.0% |
| Flip-flop count of the largest register after layout | 1 |
| Gr usage total | 41.3% |
| Antenna violations before repair | 0 |
| Startpoint type of the worst setup path | input port |
| Total tool warning count | 63 |
| Max capacitance violation total | 0 |
| Global placer's final weighted congestion | 0.992 |
==> worst paths after layout <==
check         from  endpoint  cells after the start
max    Operand2[0]  Flags[3]                     19
min    Operand2[0]  Flags[3]                      9
==> per-stage QoR <==
stage / std cells / hold slack (ps) / setup TNS (ps) / setup slack, ps
6_report: 615 / 2720 / -651 / -222
5_1_grt: 615 / 2770 / -721 / -231
3_5_place_dp: 600 / 3200 / -2610 / -932
3_3_place_gp: 600 / 3200 / -2450 / -866
4_1_cts: 607 / 2880 / -458 / -344
2_1_floorplan: 387 / 2060 / 0 / 23.3
==> logic make-up (layout without fill, tap and decap cells) <==
| logic type | after synthesis | count (layout) | share of synthesized area (%) |
|---|---|---|---|
| AND-OR/OR-AND | 130 | 130 | 32.2 |
| latches | 1 | 1 | 0.537 |
| buffers and inverters | 61 | 219 | 10.9 |
| AND/OR/NAND/NOR | 116 | 116 | 22.6 |
| adder cells (fa/ha/maj) | 36 | 36 | 16.9 |
| XOR/XNOR | 20 | 20 | 6.26 |
| multiplexers | 23 | 23 | 10.6 |
==> synth_stat cells (3+ instances only) <==
master and instances:
sky130_fd_sc_hd__o22ai_1 9, sky130_fd_sc_hd__buf_2 13, sky130_fd_sc_hd__o221ai_1 3, sky130_fd_sc_hd__a221oi_1 7, sky130_fd_sc_hd__buf_4 10, sky130_fd_sc_hd__nand3_1 10
sky130_fd_sc_hd__nand2_1 19, sky130_fd_sc_hd__clkbuf_1 7, sky130_fd_sc_hd__o311ai_0 3, sky130_fd_sc_hd__nor3_1 10, sky130_fd_sc_hd__o21a_1 5, sky130_fd_sc_hd__nand4_1 5
sky130_fd_sc_hd__o2111ai_1 4, sky130_fd_sc_hd__nand2b_1 5, sky130_fd_sc_hd__o211ai_1 4, sky130_fd_sc_hd__or3_1 3, sky130_fd_sc_hd__a21o_1 6, sky130_fd_sc_hd__a22oi_1 3
sky130_fd_sc_hd__xnor2_1 16, sky130_fd_sc_hd__ha_1 33, sky130_fd_sc_hd__nor2b_1 12, sky130_fd_sc_hd__a21oi_1 32, sky130_fd_sc_hd__nor4_1 5, sky130_fd_sc_hd__a211oi_1 4
sky130_fd_sc_hd__o21ai_0 16, sky130_fd_sc_hd__xor2_1 4, sky130_fd_sc_hd__fa_1 3, sky130_fd_sc_hd__o21bai_1 3, sky130_fd_sc_hd__mux4_2 5, sky130_fd_sc_hd__nor2_1 28
sky130_fd_sc_hd__mux2_2 3, sky130_fd_sc_hd__inv_1 24, sky130_fd_sc_hd__buf_6 3, sky130_fd_sc_hd__a211o_1 4, sky130_fd_sc_hd__mux2i_1 15, sky130_fd_sc_hd__o31ai_1 3
==> area by class of cell <==
type	count	area (sq um)
repair buffers	191	1540
flip-flops and latches	1	15.0
well taps	70	87.6
inverters	28	113
multi-input cells	325	2750
fillers	268	736
==> power groups by stage <==
stage | registers, mW | logic, mW | clock network, mW
finish | 0.00153 | 0.572 | 0
global route | 0.00155 | 0.601 | 0
CTS | 0.00151 | 0.502 | 0
==> per-layer routing <==
layer / global-route usage [%] / vias to the layer above / share of wire [%]
met1: 56.1 / 1855 / 39
li1: - / 1760 / -
met4: 14.2 / 0 / 6.4
met2: 66.9 / 310 / 42
met3: 6.05 / 86 / 12
met5: 0 / - / 0
==> repair_timing <==
action | in CTS | in global routing
gates resized | 52 | 57
setup buffers | 7 | 8
setup endpoints to repair | 9 | 8
hold buffers | 0 | 0
pin swaps | 11 | 24
==> critical path: stages <==
cell,delay (ps)
sky130_fd_sc_hd__buf_4,130
sky130_fd_sc_hd__inv_4,50
sky130_fd_sc_hd__ha_4,170
sky130_fd_sc_hd__buf_4,140
sky130_fd_sc_hd__buf_4,130
sky130_fd_sc_hd__buf_4,130
sky130_fd_sc_hd__nor3_1,350
sky130_fd_sc_hd__a211o_1,250
sky130_fd_sc_hd__a21oi_1,110
sky130_fd_sc_hd__o21ai_2,100
sky130_fd_sc_hd__xnor2_1,130
sky130_fd_sc_hd__a221oi_2,320
sky130_fd_sc_hd__and3_4,250
sky130_fd_sc_hd__ha_4,130
sky130_fd_sc_hd__inv_2,30
sky130_fd_sc_hd__nor2_2,80
sky130_fd_sc_hd__o2111ai_2,100
sky130_fd_sc_hd__nor4_2,160
sky130_fd_sc_hd__buf_2,140
Power is estimated from default activity; no workload was simulated.
